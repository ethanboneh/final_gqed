$ cat flow/config.mk
export PLATFORM = sky130hd
export DESIGN_NAME = ram_1w2r
export DESIGN_NICKNAME = ram_1w2r
export VERILOG_FILES = /design/flow/design.v
export SDC_FILE = /design/flow/constraint.sdc
export NUM_CORES = 4
export LEC_CHECK = 1
export CORE_UTILIZATION = 50
$ cat flow/constraint.sdc
current_design ram_1w2r

set clk_period 52.6
set clk_io_pct 0.2

create_clock -name clk0 -period $clk_period [get_ports {clka}]
create_clock -name clk1 -period $clk_period [get_ports {clkb}]

set non_clock_inputs [all_inputs -no_clocks]
set_input_delay [expr $clk_period * $clk_io_pct] -clock clk0 $non_clock_inputs
set_output_delay [expr $clk_period * $clk_io_pct] -clock clk0 [all_outputs]
$ cat flow/design.v
module ram_1w2r #(parameter WIDTH = 8, parameter DEPTH = 8) (
    input clka,
    input wea,
    input [DEPTH-1:0] addra,
    input [WIDTH-1:0] dina,
    output wire [WIDTH-1:0] douta,
    input clkb,
    input [DEPTH-1:0] addrb,
    output wire [WIDTH-1:0] doutb
);
    reg [WIDTH-1:0] RAM [(2**DEPTH)-1:0];
    reg [DEPTH-1:0] read_addra;
    reg [DEPTH-1:0] read_addrb;
    always @(posedge clka) begin
        if (wea == 1'b1)
            RAM[addra] <= dina;
        read_addra <= addra;
    end
    always @(posedge clkb)
        read_addrb <= addrb;
    assign douta = RAM[read_addra];
    assign doutb = RAM[read_addrb];
endmodule
$ cat flow/run.sh
#!/bin/bash
# OpenROAD 26Q1-2900-gdf79404cd8, Yosys 0.63+post, stock flow scripts
make -C /OpenROAD-flow-scripts/flow DESIGN_CONFIG=/design/flow/config.mk WORK_HOME=/design/flow/orfs finish
==> Table 3: Implementation characteristics <==
Physical implementation characteristics

Parameter                              Value

GRT
  Number of antenna violations at the first check in global routing    21
  Total GRT Usage    36.86%
  Number of global-route vias before repair    59417
  Wire length of the first global-routing pass    442400 µm
  Maximum number of pins on one net before global-route repair    117
  Total congestion overflow    0

Power
  Relative contribution of sequential cells to total power    50.2%
  IR drop worst, VDD    0.03252 mV
  Share of power burned in the clock network    41.2%
  Logic gate share of total power    8.6%
  Leakage power figure    34.30 nW
  Power per cell area    33.42 nW/µm²
  Net switching share of the total power    23.49%
  Net switching component of the power    850.9 µW
  Internal power of the cells    2.772 mW

Setup path
  Data required time at the worst endpoint    42.08 ns
  Crit. path cell count    12
  Setup CP Type    reg2out
  Most frequent cell on the critical path    buf_4
  Endpoint of the most critical setup path    douta[2]
  Setup crit start kind    register
  Series of cell instances along the critical path    buf_4 -> buf_4 -> buf_4 -> buf_4 -> mux4_2 -> o21a_1 -> a21oi_1 -> o31ai_1 -> o21ai_0 -> buf_4 -> a211oi_1 -> clkdlybuf4s50_1
  Maximum single-stage delay on the critical path    1.05 ns
  Cell family with most CP delay    buffers and inverters
  Signal arrival time at the worst endpoint    7.48 ns
  CP endpoint kind    output port
  Largest driver fanout on the critical path    31
  Count of buffering cells on the critical path with inverters included    6
  Worst-path cell with the longest stage delay    a211oi_1

Run
  Tally of max-capacitance violations    0
  Warning total across the stage logs    35

Synthesis
  Number of flip-flops and latches in the synthesized netlist    2064
  Sequential area share after synthesis    63.75%
  Share of synthesized registers carrying an async set or reset    0%
  Count of library flops with an enable pin    2048
  Area figure in the yosys stat output    96970 µm²
  Yosys warning total    1
  Area of the mapped netlist    96970 µm²
  Number of distinct library cell variants in the gate-level netlist after synthesis    65
  Mean instance size in the synthesized netlist    20.01 µm²
  Cell count after synthesis    4847
  Most used flip-flop cell after synthesis    edfxtp_1
  Yosys Instances    4847

Placed design
  Gp weighted congestion    0.9998
  # port buffers    41
  Placed Area    101600 µm²
  DP HPWL    204500 µm

Routing
  Post-route antenna net violation count    0
  Total wire length after detailed routing    314100 µm
  Number of DRC violations after detailed routing    0
  Vias per cell    6.859
  Initial detailed-routing violation count    3872
  Wire length per cell    39.84 µm
  Vias    54067
  Detailed-routing iteration count for the pre-antenna-repair pass    7

Clocking
  Number of clock sinks    2064
  Cts repair resizes    0
  TritonCTS clock tree    done
  Clock edge transition at the registers on the reported setup and hold paths    0.06 ns
  Count of buffers added by post-CTS timing repair for setup    0
  Hold Buf Count CTS    0

Floorplan
  Row count    161
  Core area    192600 µm²
  Die Ht    442.4 µm
  Width of the die    442.4 µm
  Initial Utilization    50.35%
  Die Size    195700 µm²
  I/O pin count    43

Final timing
  Worst slew margin relative to its limit    8.193%
  Final setup violation count    0
  Setup_tns    0 ns
  Slew Viols, Final    0
  Setup repair after global routing missed its margin    no
  Worst slew pin tran    1.369 ns
  Hold violation total from the final report    0
  Hold_ws    10.17 ns

Layout
  Fraction of final layout cells sized beyond drive strength 1    35.27%
  Number of fill cells in the layout    14276
  Area Growth Syn to Fin    11.78%
  Final cell area excluding filler cells    108400 µm²

Hold path
  Startpoint of the tightest hold check path    dina[6]
  Min-Delay Path Class    in2reg

Run status
  Result of the run    finished, final reports clean
final cells by class:
type                            instances  area (µm²)  share of cell area [%]
Tap cell                             2526        3161                   2.916
Inverter                                6       26.28                 0.02424
Clock inverter                        119        1067                  0.9846
Antenna cell                           16       40.04                 0.03694
Sequential cell                      2064       61860                   57.06
Timing Repair Buffer                  498        3946                   3.640
Clock buffer                          272        5722                   5.278
Multi-Input combinational cell       2382       32580                   30.06
kinds of logic (layout without fill, tap and decap cells):
family                 count (synthesis)  count (layout)  synth area share [%]
AND-OR/OR-AND                        466             466                 3.539
buffers and inverters                401             895                 2.730
flip-flops                          2064            2064                 63.75
multiplexers                        1325            1325                 27.29
other                                  0              16                     0
AND/OR/NAND/NOR                      591             591                 2.695
cells in the final DEF (no fill, tap or decap), drive strengths merged, types with 11 or more instances in the layout:
cell type / n
edfxtp: 2048
mux4: 1051
buf: 457
nor2: 299
clkbuf: 280
mux2i: 236
nand2: 114
clkinv: 94
a21oi: 79
o221ai: 67
a22oi: 62
nand3: 52
o22ai: 48
mux2: 38
o21ai: 37
a221oi: 37
clkdlybuf4s50: 33
a211oi: 28
nor2b: 27
a22o: 22
nor3: 21
diode: 16
dfxtp: 16
bufinv: 15
nand4: 13
o211ai: 13
and2: 12
o31ai: 11
nand2b: 11
inv: 11
Yosys cell counts (4+ instances only):
master / n / share of area, %
mux2_2: 38 / 0.44
clkbuf_1: 137 / 0.53
a2bb2oi_1: 9 / 0.081
nor2_1: 298 / 1.2
buf_8: 35 / 0.54
a221o_1: 10 / 0.10
nor3b_1: 7 / 0.054
o2111ai_1: 4 / 0.036
nand3_1: 52 / 0.27
and3b_1: 5 / 0.045
nand2_1: 114 / 0.44
nor2b_1: 27 / 0.17
nor4_1: 7 / 0.045
a211oi_1: 28 / 0.22
and2_1: 12 / 0.077
a211o_1: 6 / 0.054
buf_1: 25 / 0.097
o22ai_1: 48 / 0.31
nand3b_1: 6 / 0.046
a22oi_1: 62 / 0.48
nand4_1: 13 / 0.084
a221oi_2: 5 / 0.077
o21ai_0: 34 / 0.18
and3_1: 5 / 0.032
mux2i_1: 236 / 2.4
o21bai_1: 5 / 0.039
buf_4: 42 / 0.33
nand2b_1: 11 / 0.071
edfxtp_1: 2048 / 63
a31oi_1: 4 / 0.026
o221ai_1: 65 / 0.59
a32o_1: 4 / 0.041
or2_2: 6 / 0.039
a221oi_1: 32 / 0.29
nor3_1: 21 / 0.11
o211ai_1: 13 / 0.10
a21oi_1: 79 / 0.41
mux4_2: 1051 / 24
clkinv_1: 4 / 0.015
buf_6: 44 / 0.51
dfxtp_1: 16 / 0.33
a22o_1: 22 / 0.20
buf_2: 104 / 0.54
o31ai_1: 11 / 0.085
buf_12: 8 / 0.17
state kept, by name, summed over array words and instances, names as in the netlist, named ones only:
| signal | flops |
|---|---|
| read_addrb | 8 |
| RAM | 2048 |
stage by stage:
| step | utilization [%] | total power [mW] | instances | setup slack [ns] |
|---|---|---|---|---|
| after floorplan | - | 2.027 | 4847 | 39.83 |
| after global placement | 52.74 | 2.162 | 7476 | 35.38 |
| after detailed placement | 52.74 | 2.162 | 7476 | 35.39 |
| after CTS | 56.27 | 3.639 | 7867 | 34.43 |
| after global routing | 56.28 | 3.713 | 7874 | 34.29 |
| final | 56.29 | 3.623 | 7883 | 34.60 |
layer usage:
metal	up-vias	routed length, µm	GRT usage (%)	part of all wire, %
met3	718	60490	29.68	19
met2	3949	141200	49.21	45
li1	21743	-	-	-
met1	27631	92660	45.82	30
met4	26	18960	15.72	6.0
met5	-	827	3.370	0.26
power groups by stage:
stage	registers (mW)	logic [mW]	clock network (mW)
4_1_cts	1.82	0.309	1.51
5_1_grt	1.82	0.326	1.57
6_report	1.82	0.313	1.49
how the worst min path moves through the flow:
stage	to	slack [ns]	cells after the start
final	RAM[44][6]	10.17	1
after CTS	RAM[25][6]	10.12	1
after global routing	RAM[47][6]	10.15	1
Power figures rest on the tool's default switching activity, not on a simulated workload.
