**flow/run.sh**
```bash
#!/bin/bash
# OpenROAD 26Q1-2900-gdf79404cd8, Yosys 0.63+post, stock flow scripts
make -C /OpenROAD-flow-scripts/flow DESIGN_CONFIG=/design/flow/config.mk WORK_HOME=/design/flow/orfs finish
```
**flow/constraint.sdc**
```tcl
current_design mem_unq1

set clk_period 38.8
set clk_io_pct 0.2

create_clock -name clk0 -period $clk_period [get_ports {clk}]

set non_clock_inputs [all_inputs -no_clocks]
set_input_delay [expr $clk_period * $clk_io_pct] -clock clk0 $non_clock_inputs
set_output_delay [expr $clk_period * $clk_io_pct] -clock clk0 [all_outputs]
```
**flow/config.mk**
```make
export PLATFORM = sky130hd
export DESIGN_NAME = mem_unq1
export DESIGN_NICKNAME = mem_unq1
export VERILOG_FILES = /design/flow/design.v
export SDC_FILE = /design/flow/constraint.sdc
export NUM_CORES = 4
export LEC_CHECK = 1
export CORE_UTILIZATION = 40
export SYNTH_MEMORY_MAX_BITS = 65536
```
**flow/design.v**
```verilog
module mem_unq1 (
  data_out, 
  data_in,
  clk,
  cen,
  wen,
  addr
);
output [15:0] data_out;
input [15:0] data_in;
input clk;
input cen;
input wen;
input [8:0] addr;
sram_stub_unq1  sram_stub
(
  .Q(data_out),
  .CLK(clk),
  .CEN(~cen),
  .WEN(~wen),
  .A(addr),
  .D(data_in),
  .EMA(3'd0),  
  .EMAW(2'd0),  
  .EMAS(1'b0),  
  .TEN(1'b1),  
  .BEN(1'b1),  
  .RET1N(1'b1),  
  .STOV(1'b0)  
);
endmodule
module sram_stub_unq1(
   Q, 
   CLK, 
   CEN, 
   WEN, 
   A, 
   D, 
   EMA, 
   EMAW, 
   EMAS, 
   TEN, 
   BEN, 
   RET1N, 
   STOV
);
   output reg [15:0] Q;
   input        CLK;
   input        CEN;
   input        WEN;
   input [8:0]  A;
   input [15:0] D;
   input [2:0]  EMA;
   input [1:0]  EMAW;
   input        EMAS;
   input        TEN;
   input        BEN;
   input        RET1N;
   input        STOV;
   reg [15:0]   data_array [0:511];
   always @(posedge CLK) begin
      if (| {EMA, EMAW, EMAS, TEN, BEN, RET1N, STOV}) begin
         if (CEN == 1'b0) begin                   
            if (WEN == 1'b0) begin 
               data_array[A] <= D;   
            end
            else begin
               Q <= data_array[A];
            end
         end
      end
   end
endmodule
```
==> out/results.tsv <==
metric	value	unit
count leader, synth	edfxtp_1	
Peak VDD IR	0.0554	mV
DR WL/cell	33.8	um
Seq share, synth	78.2	%
fmax	0.0687	GHz
CTS tree	yes	
Final Critical Period	14560	ps
fraction of registers with async set/reset	0	%
dpl hpwl	566000	um
Post-synth EDFFs	8208	
PD cells	50.4	nW/um2
clk root buf	clkbuf_16	
FF/Latch Area	246000	um2
relative slew slack	-8.74	%
RSZ-0062 raised after global routing	no	
Distinct cells, synth	66	
Reg power frac	53.9	%
H-tree depth	6	
CP Launch Type	primary input	
vias in the first global route	168256	
Yosys Chip Area	315000	um2
leakage power	114	nW
Initial DRT Pass Iterations	5	
layout cell share with drive strength beyond 1	25.7	%
Die ar.	791000	um2
Log Warnings	44	
port bufs	43	
Worst path max stage delay	1240	ps
ys cells	14532	
Slew @ Worst Pin	1620	ps
Comb pwr share	4.6	%
floorplan utilization	40.2	%
# IOs	44	
CTS max path bufs	4	
CP arrival	15310	ps
Insertion Delay late pin	1190	ps
CP delay by family, top	buffers and inverters	
status	complete, but fails checks	
Synth Flop Type	edfxtp_1	
Die Wd	889	um
cycle use final	37.5	%
synth cell count leaders	8,208 x edfxtp_1, 1,669 x mux4_2, 1,007 x mux2i_1	
worst clock skew	115	ps
Inserted Clock Buffers	812	
Filler cells	64288	
CP Capture Type	register	
worst slack on hold paths	1100	ps
failing checks	max-capacitance violations, max-slew violations	
synthesized area per cell	21.7	um2
sw frac	21.7	%
CP Class	primary input to register	
fin util	45.9	%
final hold vios	0	
Die Span Y	889	um
area of placed instances	334000	um2
number of max-cap violations	1	
WP buf/inv	8	
top cells, area	edfxtp_1 78%, mux4_2 12%, mux2i_1 3.2%, o22ai_1 0.72%, nor2_1 0.70%	
required time worst endpoint	39550	ps
CTS Sinks	8208	
Finished Cell Area	360000	um2
Syn Std Cell Area	315000	um2
Synth Warn #	1	
Area leader share	78.2	%
Max FO, Critical Path	48	
Synth flops	8208	
DR DRC count	0	
vias per cell	5.74	
Post-CTS Resized	0	
Post-Synthesis Cells	14532	
# setup viols final	0	
Gate Area	64800	um2
CP dominant cell by count	buf_4	
Max Slew Vio Count	2	
initial antenna violation count	61	
Int Power	0.0142	W
area leader, netlist	edfxtp_1	
pin count of the biggest net entering global routing	129	
vias	154411	
clock share of power	41.5	%
Cell Rows	325	
final WL	910000	um
clock slew at reported path FFs	60	ps
Switching Power	0.00394	W
Hold Crit Class	register to register	
Detail Route Antenna Nets	0	
Post-CTS Setup Inserts	0	
Cell Chain, Critical Path	buf_16, buf_4, buf_4, buf_4, buf_4, buf_4, buf_4, mux4_2, a211o_1, a21oi_1, a31oi_1, buf_4, a211oi_1, nand4_1	
GPL Wtd Cong	0.918	
DRT iter0 DRCs	11098	
GR Util All Layers	25.4	%
first-pass GRT wire length	1280000	um
CTS Hold Bufs	0	
setup tns final	0	ps
Remaining Overflow, GRT	0	
area grow syn2layout	14.1	%
Slowest cell on crit path	a211oi_1	
total core area	784000	um2
-- logic make-up after synthesis --
kind of cell | share of synthesized area, %
compound gates | 2.87
buf+inv | 1.43
flops | 78.2
mux | 15.6
simple gates | 1.87
-- worst paths after layout --
kind         slack [ps]                        end                               startpoint  cells after the start
max reg2reg       34350  sram_stub.Q[14]$_DFFE_PP_   sram_stub.data_array[66][14]$_DFFE_PP_                      7
min reg2reg        1100  sram_stub.Q[13]$_DFFE_PP_  sram_stub.data_array[222][13]$_DFFE_PP_                      6
min                1100  sram_stub.Q[13]$_DFFE_PP_  sram_stub.data_array[222][13]$_DFFE_PP_                      6
max               24240   sram_stub.Q[4]$_DFFE_PP_                                  addr[0]                     14
-- routing by layer --
metal  GRT usage [%]  share of wire [%]
met5            1.36               0.18
met4            9.23                4.9
met3            22.3                 20
met2            35.7                 45
met1            28.1                 30
-- power by group through the flow --
stage / Sequential, W / Combinational, W / Clock (W)
4_1_cts: 0.00977 / 0.000833 / 0.00764
5_1_grt: 0.00976 / 0.000881 / 0.00797
6_report: 0.00977 / 0.000830 / 0.00753
-- cells in the final DEF (no fill, tap or decap), drive strengths merged, types with 22 or more instances in the layout --
cell type	netlist	final
a41o	23	23
nor4	48	48
clkdlybuf4s50	0	22
nand4	133	133
o21ai	244	244
a31oi	33	33
a211o	33	33
a32oi	22	22
clkbuf	338	1021
and3	26	26
inv	17	39
o22ai	362	362
a32o	22	22
mux2i	1007	1007
mux2	129	129
a22oi	259	259
bufinv	0	42
a21oi	205	205
mux4	1669	1669
nor2b	40	40
buf	531	1194
a211oi	59	59
nor2	591	591
edfxtp	8208	8208
clkinv	1	395
nor3b	31	31
nand2	193	193
diode	0	81
nand3	84	84
-- final cells by class --
cell class              instances  area share (%)
clock buffers                1021            5.89
flip-flops and latches       8208            68.5
multi-input cells            5437            18.0
clock inverters               467            1.17
repair buffers               1216            2.64
diodes                         81          0.0564
well taps                   10464            3.64
inverters                      18          0.0209
-- worst reg2reg max path, delay by kind of cell, from the launching register on --
kind            cells  cell delay, ps
compound gates      3            1650
simple gates        2            1060
mux                 2             990
flops               1             360
-- per-stage QoR --
stage | power [W] | std cells | setup slack (ps)
floorplan | 0.0104 | 14532 | 27880
global placement | 0.0108 | 25340 | 22490
detailed placement | 0.0108 | 25342 | 23150
CTS | 0.0182 | 26830 | 24320
global route | 0.0186 | 26853 | 23970
finish | 0.0181 | 26912 | 24240
-- sequential cells by signal, summed over array words and instances, names as in the netlist --
signal and flops:
sram_stub.Q 16, sram_stub.data_array 8192
Power and IR drop assume default switching activity.
