`./run.sh`:
```
#!/bin/bash
# OpenROAD 26Q1-2900-gdf79404cd8, Yosys 0.63+post, stock flow scripts
make -C /OpenROAD-flow-scripts/flow DESIGN_CONFIG=/design/flow/config.mk WORK_HOME=/design/flow/orfs finish
```
`./config.mk`:
```
export PLATFORM = sky130hd
export DESIGN_NAME = frequency_rom
export DESIGN_NICKNAME = frequency_rom
export VERILOG_FILES = /design/flow/design.v
export SDC_FILE = /design/flow/constraint.sdc
export NUM_CORES = 4
export LEC_CHECK = 1
export CORE_UTILIZATION = 40
```
`./constraint.sdc`:
```
current_design frequency_rom

set clk_period 2.3
set clk_io_pct 0.2

create_clock -name clk0 -period $clk_period [get_ports {clk}]

set non_clock_inputs [all_inputs -no_clocks]
set_input_delay [expr $clk_period * $clk_io_pct] -clock clk0 $non_clock_inputs
set_output_delay [expr $clk_period * $clk_io_pct] -clock clk0 [all_outputs]
```
`./design.v`:
```
module frequency_rom (
    input clk,
    input [5:0] addr,
    output reg [19:0] dout
);
    wire [19:0] memory [63:0];
    always @(posedge clk)
        dout = memory[addr];
    assign memory[   0  ] = {10'd000, 10'd000};   
    assign memory[   1  ] = {10'd009, 10'd395};   
    assign memory[   2  ] = {10'd009, 10'd963};   
    assign memory[   3  ] = {10'd010, 10'd573};   
    assign memory[   4  ] = {10'd011, 10'd182};   
    assign memory[   5  ] = {10'd011, 10'd838};   
    assign memory[   6  ] = {10'd012, 10'd557};   
    assign memory[   7  ] = {10'd013, 10'd275};   
    assign memory[   8  ] = {10'd014, 10'd081};   
    assign memory[   9  ] = {10'd014, 10'd912};   
    assign memory[  10  ] = {10'd015, 10'd805};   
    assign memory[  11  ] = {10'd016, 10'd742};   
    assign memory[  12  ] = {10'd017, 10'd723};   
    assign memory[  13  ] = {10'd018, 10'd791};   
    assign memory[  14  ] = {10'd019, 10'd903};   
    assign memory[  15  ] = {10'd021, 10'd122};   
    assign memory[  16  ] = {10'd022, 10'd365};   
    assign memory[  17  ] = {10'd023, 10'd652};   
    assign memory[  18  ] = {10'd025, 10'd090};   
    assign memory[  19  ] = {10'd026, 10'd551};   
    assign memory[  20  ] = {10'd028, 10'd163};   
    assign memory[  21  ] = {10'd029, 10'd800};   
    assign memory[  22  ] = {10'd031, 10'd587};   
    assign memory[  23  ] = {10'd033, 10'd461};   
    assign memory[  24  ] = {10'd035, 10'd423};   
    assign memory[  25  ] = {10'd037, 10'd559};   
    assign memory[  26  ] = {10'd039, 10'd783};   
    assign memory[  27  ] = {10'd042, 10'd245};   
    assign memory[  28  ] = {10'd044, 10'd731};   
    assign memory[  29  ] = {10'd047, 10'd281};   
    assign memory[  30  ] = {10'd050, 10'd180};   
    assign memory[  31  ] = {10'd053, 10'd079};   
    assign memory[  32  ] = {10'd056, 10'd327};   
    assign memory[  33  ] = {10'd059, 10'd576};   
    assign memory[  34  ] = {10'd063, 10'd150};   
    assign memory[  35  ] = {10'd066, 10'd922};   
    assign memory[  36  ] = {10'd070, 10'd846};   
    assign memory[  37  ] = {10'd075, 10'd095};   
    assign memory[  38  ] = {10'd079, 10'd543};   
    assign memory[  39  ] = {10'd084, 10'd491};   
    assign memory[  40  ] = {10'd089, 10'd439};   
    assign memory[  41  ] = {10'd094, 10'd562};   
    assign memory[  42  ] = {10'd100, 10'd360};   
    assign memory[  43  ] = {10'd106, 10'd158};   
    assign memory[  44  ] = {10'd112, 10'd655};   
    assign memory[  45  ] = {10'd119, 10'd128};   
    assign memory[  46  ] = {10'd126, 10'd300};   
    assign memory[  47  ] = {10'd133, 10'd821};   
    assign memory[  48  ] = {10'd141, 10'd669};   
    assign memory[  49  ] = {10'd150, 10'd191};   
    assign memory[  50  ] = {10'd159, 10'd062};   
    assign memory[  51  ] = {10'd168, 10'd983};   
    assign memory[  52  ] = {10'd178, 10'd879};   
    assign memory[  53  ] = {10'd189, 10'd101};   
    assign memory[  54  ] = {10'd200, 10'd720};   
    assign memory[  55  ] = {10'd212, 10'd316};   
    assign memory[  56  ] = {10'd225, 10'd286};   
    assign memory[  57  ] = {10'd238, 10'd256};   
    assign memory[  58  ] = {10'd252, 10'd600};   
    assign memory[  59  ] = {10'd267, 10'd619};   
    assign memory[  60  ] = {10'd283, 10'd314};   
    assign memory[  61  ] = {10'd300, 10'd382};   
    assign memory[  62  ] = {10'd318, 10'd125};   
    assign memory[  63  ] = {10'd337, 10'd942};   
endmodule
```
==> impl_metrics.yaml <==
# flow metrics
critical_path:
  path_cells: "clkdlybuf4s50_1 > buf_12 > buf_4 > o21ai_0 > a21o_1 > o21ai_0 > a221o_1 > o22ai_1"
  cpMostUsedCell: "o21ai_0"
  crit_arrival_ns: 2.26
  critPathSlowestCell: "clkdlybuf4s50_1"
  end_kind: "register"
  crit_path_start_kind: "primary input"
  critPathMaxFanout: 28
  path_class: "in2reg"
  required_ns: 2.48
  cp_slowest_stage_delay_ns: 0.48
grt:
  met1_usage_pct: 39.9
  antenna_found_initial: 0
  track_usage_pct: 27.8
  grt_overflow: 0
  first_global_vias: 2227
  use_met3_pct: 7.06
  grt_pass1_wl_mm: 11.6
  gr-usage-met2_pct: 43.3
  grt_max_degree: 51
  grt_busiest_layer: "met2"
power_and_ir_drop:
  totalPowerFinal_w: 0.00111
  powerDensity_mw_per_mm2: 415
  p_leak_nw: 1.04
  ir_drop_uv: 210
detailed_routing:
  drt_iter0_drc: 264
  routed_wl_mm: 7.38
  drc_errors: 0
  antenna_cells: 0
  drt_first_pass_iters: 5
  viasPerCell: 6.08
  antenna_left: 0
  wl_per_cell_um: 17.7
  dr_total_vias: 2530
run:
  warnings: 25
  cap_viol_max_count: 0
hold_path:
  min_path_type: "in2reg"
  min_to: "dout[0]"
  hold_depth: 3
  min_from: "addr[4]"
timing:
  setup_viol: 0
  min_period_ns: 2.08
  slew_violations: 0
  fin_crit_sh_pct: 90.3
  rsz0062_at_grt: "false"
  finalHoldViolations: 0
  clock.fmax_mhz: 481
  holdWs_ns: 0.659
run_status:
  status: "complete, no violations"
die:
  core-area_mm2: 0.00511
  die_area_mm2: 0.00562
  fp_util_pct: 41.7
  rows: 26
  chipWidth_um: 75.0
  die_y_um: 75.0
  pin_count: 27
place:
  post-dp-hpwl_mm: 5.27
  gp_congestion: 0.979
  io_buffers: 25
layout:
  lay_top_cells: "buf_4 (43), o21ai_0 (32), a21oi_1 (28)"
  final.fill_count: 523
  syn2layout_area_growth_pct: 25.7
  largest_register_ffs: 19
  final_common_cell: "buf_4"
  drive_gt1_share_pct: 17.9
clock_tree:
  cts_num_sinks: 19
  cts_hold_buf: 0
  cts_resized: 0
  post_cts_buffers: 0
  cts_inserted_buffers: 3
  cts-root-buf: "clkbuf_8"
  clk_path_buf_depth: 2
  htreeDepth: 1
  cts_tree: "yes"
  clkTransAtPathRegs_ns: 0.07
synth:
  ff_type: "dfxtp_1"
  async_flop_share_pct: 0
  ys_cells: 311
  postSynthCellCount: 311
  synth_flops: 19
  ys_seq_share_pct: 17.9
  synth_cell_types: 59
  yosys_warnings: 1
  yosysChipArea_mm2: 0.00213
  synth_area_per_cell_um2: 6.85
  syn_area_mm2: 0.00213
  edf_count: 0
[routing by layer]
layer  vias up  part of all wire, %  wire, um
li1       1227                    -         -
met1      1156                   44      3260
met2       131                   45      3330
met3        16                  8.9       656
met4         0                  1.7       126
met5         -                    0         0
[cell usage after synthesis, types with 4 or more instances]
| cell | count | area [um2] |
|---|---|---|
| buf_2 | 24 | 120 |
| a22oi_1 | 4 | 30.0 |
| inv_1 | 4 | 15.0 |
| o21a_1 | 6 | 45.0 |
| a21oi_1 | 28 | 140 |
| and2_1 | 5 | 31.3 |
| nor2b_1 | 8 | 50.1 |
| buf_4 | 7 | 52.6 |
| clkbuf_1 | 5 | 18.8 |
| nor2_1 | 26 | 97.6 |
| nand2_1 | 27 | 101 |
| dfxtp_1 | 19 | 380 |
| o21ai_0 | 32 | 160 |
| nand2b_1 | 12 | 75.1 |
| o22ai_1 | 7 | 43.8 |
| o31ai_1 | 6 | 45.0 |
| o211ai_1 | 8 | 60.1 |
| nand3_1 | 8 | 40.0 |
| a32oi_1 | 4 | 35.0 |
| a21o_1 | 4 | 30.0 |
| nor3_1 | 6 | 30.0 |
[how the worst max path moves through the flow]
stage       start      end  depth (start not counted)
4_1_cts   addr[1]  dout[9]                          8
6_report  addr[1]  dout[9]                          8
5_1_grt   addr[1]  dout[9]                          8
[stage by stage]
step | utilization, % | TNS [ns] | std cells | worst slack (ns) | cell area (um2)
floorplan | - | 0 | 311 | 0.706 | 2130
global placement | 51.5 | -0.0200 | 412 | -0.0200 | 2630
detailed placement | 51.5 | -0.0382 | 412 | -0.0382 | 2630
CTS | 52.4 | 0 | 416 | 0.230 | 2680
global route | 52.4 | 0 | 416 | 0.122 | 2680
finish | 52.4 | 0 | 416 | 0.222 | 2680
[cell type report]
type,count,area (um2),share of cell area [%]
inverters,6,22.5,0.841
clock buffers,3,41.3,1.54
flip-flops and latches,19,380,14.2
multi-input cells,245,1490,55.8
repair buffers,72,648,24.2
well taps,70,87.6,3.27
clock inverters,1,5.00,0.187
[worst max-delay path, delay by kind of cell]
family / cells / cell delay [ns]
AND-OR/OR-AND: 5 / 0.93
buffers and inverters: 3 / 0.87
[power by group]
| group | leakage, nW | internal [W] | total [W] | switching, W |
|---|---|---|---|---|
| combinational | 0.857 | 0.000248 | 0.000496 | 0.000248 |
| sequential | 0.160 | 0.000369 | 0.000378 | 0.00000911 |
| clock | 0.0255 | 0.000120 | 0.000236 | 0.000116 |
| total | 1.04 | 0.000738 | 0.00111 | 0.000373 |
[cells by family after synthesis]
logic type	count (synthesis)	synth area share, %
other	1	0.176
muxes	2	0.998
buffers and inverters	47	12.0
DFF	19	17.9
AOI/OAI and AO/OA	139	44.9
xor gates and xnor gates	2	1.17
and+or+nand+nor	101	22.9
Power is estimated from default activity; no workload was simulated.
